File: ./design.v
`timescale 1ns / 1ps
module Controller(
    input [5:0] opcode,
    input [5:0] funct,
    input ZF,
    output reg [1:0] w_r_s,
    output reg imm_s,
    output reg [1:0] w_r_data_s,
    output reg rt_imm_s,
    output reg [2:0] ALU_OP,
    output reg MemWrite,
    output reg WriteReg,
    output reg [1:0] PC_s
);
    always @(*) begin
        casex (opcode)
            6'b000_000: begin  
                {w_r_s,w_r_data_s,rt_imm_s,MemWrite} = 0;
                imm_s = 1'bx;
                WriteReg = 1;
                casex(funct)
                    6'b100_000 : ALU_OP = 3'b100;
                    6'b100_010 : ALU_OP = 3'b101;
                    6'b100_1xx : ALU_OP = {1'b0,funct[1:0]};
                    6'b101_011 : ALU_OP = 3'b110;
                    6'b000_100 : ALU_OP = 3'b111;
                    default : ALU_OP = 3'b000;
                endcase
                PC_s = funct == 6'b001000;  
            end
            6'b001xxx : begin   
                {rt_imm_s,WriteReg,MemWrite,w_r_data_s,w_r_s,PC_s} = 9'b1100001_00;
                imm_s = opcode[2:0] == 3'b000;
                case(opcode[2:0])
                    3'b000 : ALU_OP = 3'b100;
                    3'b100 : ALU_OP = 3'b000;
                    3'b110 : ALU_OP = 3'b010;
                    3'b011 : ALU_OP = 3'b110;
                    default: ALU_OP = 3'b000;
                endcase
            end
            6'b100011 : {w_r_s,imm_s,w_r_data_s,rt_imm_s,MemWrite,PC_s,WriteReg,ALU_OP} = 13'b0110110001100;
            6'b101011 : {w_r_s,imm_s,w_r_data_s,rt_imm_s,MemWrite,PC_s,WriteReg,ALU_OP} = 13'bxx1xx11000100;
            6'b00010x : begin
                {w_r_s,imm_s,rt_imm_s,w_r_data_s,ALU_OP,WriteReg,MemWrite} = 11'bxx_1_0_xx_101_0_0;
                PC_s = {ZF^opcode[0],1'b0};
            end
            6'b000_01x: begin
                {imm_s,rt_imm_s,ALU_OP,MemWrite,PC_s} = 8'bx_x_xxx_0_11;
                w_r_s = {opcode[0],1'b0};
                w_r_data_s = {opcode[0],1'b0};
                WriteReg = opcode[0];
            end
            default : {w_r_s,imm_s,w_r_data_s,rt_imm_s,MemWrite,PC_s,WriteReg,ALU_OP} = 0;
        endcase
    end
endmodule
`timescale 1ns / 1ps
module IDSeg(
    input clk,
    input rst,
    input [31:0] NPCi,
    input [31:0] IR,
    input WBFlag,
    input [4:0] WBAddr,
    input [31:0] WBVal,
    output [31:0] NPCo,
    output [31:0] IRo,
    output [31:0] A,
    output [31:0] B,
    output [31:0] Imm
    );
    wire imm_s;
    reg [31:0] NPC;
    initial begin
        NPC <= 32'b0;
    end
    always @ (negedge clk, posedge rst) begin
        if (rst) begin
            NPC <= 0;
        end else begin
            NPC <= NPCi;
        end
    end
    assign NPCo = NPC;
    assign IRo = IR;
    assign Imm = {((imm_s && IR[15]) ? 16'hffff:16'h0) , IR[15:0]};
    RegHeap regs(
        .clk(~clk),
        .rst(rst),
        .addrA(IR[25:21]),
        .addrB(IR[20:16]),
        .addrW(WBAddr),
        .dataW(WBVal),
        .WriteReg(WBFlag),
        .dataA(A),
        .dataB(B)
    );
    Controller ctrl (
        .opcode(IR[31:26]),
        .funct(IR[5:0]),
        .imm_s(imm_s)
    );
endmodule
`timescale 1ns / 1ps
module RegHeap(
    input [4:0] addrA,
    input [4:0] addrB,
    input [4:0] addrW,
    input [31:0] dataW,
    input WriteReg,
    input clk,
    input rst,
    output [31:0] dataA,
    output [31:0] dataB
    );
    reg [31:0] heap[31:0];
    assign dataA = heap[addrA];
    assign dataB = heap[addrB];
    integer i;
    initial for (i=0;i<32;i=i+1) heap[i] <= 0;
    always @(posedge clk or posedge rst)
        if (rst) for (i=0;i<32;i=i+1) heap[i] <=0;
        else if (WriteReg && addrW) heap[addrW] <= dataW;
endmodule
File: ./run.sh
#!/bin/bash
# OpenROAD 26Q1-2900-gdf79404cd8, Yosys 0.63+post, stock flow scripts
make -C /OpenROAD-flow-scripts/flow DESIGN_CONFIG=/design/flow/config.mk WORK_HOME=/design/flow/orfs finish
File: ./config.mk
export PLATFORM = sky130hd
export DESIGN_NAME = IDSeg
export DESIGN_NICKNAME = IDSeg
export VERILOG_FILES = /design/flow/design.v
export SDC_FILE = /design/flow/constraint.sdc
export NUM_CORES = 4
export LEC_CHECK = 1
export CORE_UTILIZATION = 40
File: ./constraint.sdc
current_design IDSeg

set clk_period 5.3
set clk_io_pct 0.2

create_clock -name clk0 -period $clk_period [get_ports {clk}]

set non_clock_inputs [all_inputs -no_clocks]
set_input_delay [expr $clk_period * $clk_io_pct] -clock clk0 $non_clock_inputs
set_output_delay [expr $clk_period * $clk_io_pct] -clock clk0 [all_outputs]
==> results_dict.tcl <==
# place-and-route summary
set metrics [dict create \
    clockRootBuffer "clkbuf_16" \
    setup_viol 64 \
    portBuffers 218 \
    drc 0 \
    fin_cells 6952 \
    synth.distinct_cells 65 \
    timing.final.hold_violations 0 \
    routed_via_density 6.75 \
    critPathSlowestCell "dfrtn_1" \
    drv_slew 0 \
    synthSimpleGateAreaFrac_pct 7.29 \
    dp.cells 6678 \
    wl_per_cell_um 38.5 \
    fill_cells 10802 \
    rows 132 \
    ff2ff_path_depth 3 \
    grtUsageTotal_pct 42.4 \
    p_per_area_nw_per_um2 350 \
    grt_antenna_before_repair 13 \
    status "finished, violations left" \
    min_from "regs.heap[0][3]$_DFFE_NP0P_" \
    synth.top_cell.area_share_pct 50.6 \
    async_flop_share_pct 100 \
    startpoint "regs.heap[9][31]$_DFFE_NP0P_" \
    xor_area_share_pct 0 \
    hold_depth 0 \
    cts_buffer_depth 3 \
    relSlewSlack_pct 27.5 \
    core_area_um2 129000 \
    post-route-util_pct 53.7 \
    mux_area_share_pct 22.1 \
    pre_cts_ws_ps -505 \
    die_w_um 363 \
    aoi_share_pct 15.1 \
    ys_top_logic_family "multiplexers" \
    critPathCaptureType "output pin" \
    clk_pin_slew_worst_paths_ps 50 \
    hpwlAfterDp_um 171000 \
    cts_buffers 116 \
    cp_max_fo 2 \
    violations "negative setup slack" \
    worstMarginPinSlew_ps 1090 \
    maxCapViolCount 0 \
    synth_chip_area_um2 52200 \
    fin_ws_ps -697 \
    edf_count 0 \
    clock_sinks 1056 \
    ys_sh_adder_pct 0 \
    synthToLayoutAreaGrowth_pct 33.2 \
    worstSetupPathType "reg -> out" \
    rsz0062_at_grt "yes" \
    grt-ovfl-total 0 \
    drtIter0Drc 5255 \
    ant_nets 0 \
    gp_congestion 1.05 \
    r2r-start "regs.heap[1][21]$_DFFE_NP0P_" \
    fp.dieH_um 363 \
    start_kind "flip-flop" \
    holdPathEnd "regs.heap[0][3]$_DFFE_NP0P_" \
    warnings 29 \
    first_pass_iters 9 \
    tns_ps -27880 \
    reg2reg_setup_slack_ps 4270 \
    netlist_area_um2 52200 \
    grt_pass1_wl_um 371000 \
    grt_max_degree 82 \
    ys_ff 1056 \
    synthCells 4453 \
    cpPeakStageDelay_ps 350 \
    ir_worst_vdd_mv 0.301 \
    hold_slack_ps 347 \
    total_power_mw 24.3 \
    design_area_um2 69500 \
    cts_tree "built" \
    ys_seq_share_pct 50.6 \
    io_pins 264 \
    placedInstanceArea_um2 63000 \
    drive_above_1_share_pct 49.0 \
    vias 46949 \
    grt_pass1_vias 46872 \
    ff_type "dfrtn_1" \
    wirelength_um 267000 \
    hp-class "reg -> reg" \
    synth_area_leader_cell "dfrtn_1" \
    final_cell_mix "dfrtn_1 (1056), mux2_2 (958), a22oi_1 (693)" \
    h-tree-depth 3 \
    critPathArrivalTime_ps 4940 \
    cp.required_ps 4240 \
    synthTopCellsByArea "dfrtn_1 (51%), mux2_2 (21%), a22oi_1 (12%)" \
    die_area_um2 132000 \
    skew_ps 0 \
    ys.warnings.count 4 \
    hold_buffers 0 \
    fp_util_pct 40.3 \
    worstPathCellList "a22o_1 -> a32o_2 -> a221oi_2 -> o2111ai_2 -> o22a_2 -> buf_2" \
    final_common_cell "dfrtn_1" \
    insertion_delay_ps 700 \
    leakage_nw 30.8 \
    ys_cells 4453 \
    syn_avg_cell_area_um2 11.7 \
    worstReg2RegEnd "regs.heap[1][21]$_DFFE_NP0P_" \
]
-- synth_stat cells (all sizes together) (10+ instances only) --
library cell     n
nor3            82
mux2           997
nor4            36
a222oi          24
nand4          106
a22o            18
buf            310
nor2           175
a22oi          838
nand2b          15
dfrtn         1056
nand3b          11
clkbuf         204
a21oi          105
nand3           42
a31oi           13
o21ai           10
a221oi          16
nand2          264
mux2i           17
or3             10
-- critical path, delay by kind of cell, from the launching register on --
family	cells	cell delay, ps
flip-flops	1	350
AND-OR/OR-AND	5	1110
buffers and inverters	1	130
-- state kept, by name, indices dropped and copies added (netlist names) --
register and count:
NPC 32, regs.heap 1024
-- logic make-up (layout without fill, tap and decap cells) --
group / Yosys count / after routing
multiplexers: 1014 / 1014
buffers and inverters: 521 / 1266
flip-flops: 1056 / 1056
AND-OR/OR-AND: 1074 / 1074
other: 0 / 12
AND/OR/NAND/NOR: 788 / 788
-- where the power goes --
group / leakage, nW / internal, mW / switching (mW)
registers: 13.5 / 9.69 / 1.28
clock network: 2.07 / 5.34 / 3.63
logic: 15.2 / 2.47 / 1.90
total: 30.8 / 17.5 / 6.82
-- final cells by class --
cell class,instances,area (um2),area share [%]
Tap cell,1742,2180,3.14
Clock inverter,56,847,1.22
Inverter,7,30.0,0.0432
Sequential cell,1056,26400,38.0
Clock buffer,159,3380,4.86
Multi-Input combinational cell,2876,25800,37.2
Timing Repair Buffer,1044,10800,15.5
Antenna cell,12,30.0,0.0432
-- worst max path at each step --
stage | cells past startpoint | to | slack, ps
CTS | 6 | B[31] | -740
global route | 6 | B[31] | -750
finish | 6 | B[31] | -700
-- per-layer routing --
| layer | vias to the layer above | track usage [%] | part of all wire (%) |
|---|---|---|---|
| li1 | 18176 | - | - |
| met4 | 18 | 26.6 | 8.8 |
| met2 | 3947 | 56.8 | 41 |
| met3 | 1442 | 25.8 | 16 |
| met5 | - | 1.09 | 0.10 |
| met1 | 23366 | 52.0 | 34 |
-- repair_timing --
| item | CTS | global route |
|---|---|---|
| endpoints found under the hold margin | 0 | 0 |
| buffers inserted | 60 | 19 |
| cloned | 0 | 0 |
| gates resized | 509 | 137 |
| endpoints found under the setup margin | 64 | 69 |
| pin swaps | 291 | 160 |
Power figures rest on the tool's default switching activity, not on a simulated workload.
