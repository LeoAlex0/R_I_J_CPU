==> /design/flow/design.v <==
`timescale 1ns / 1ps
module Controller(
    input [5:0] opcode,
    input [5:0] funct,
    input ZF,
    output reg [1:0] w_r_s,
    output reg imm_s,
    output reg [1:0] w_r_data_s,
    output reg rt_imm_s,
    output reg [2:0] ALU_OP,
    output reg MemWrite,
    output reg WriteReg,
    output reg [1:0] PC_s
);
    always @(*) begin
        casex (opcode)
            6'b000_000: begin  
                {w_r_s,w_r_data_s,rt_imm_s,MemWrite} = 0;
                imm_s = 1'bx;
                WriteReg = 1;
                casex(funct)
                    6'b100_000 : ALU_OP = 3'b100;
                    6'b100_010 : ALU_OP = 3'b101;
                    6'b100_1xx : ALU_OP = {1'b0,funct[1:0]};
                    6'b101_011 : ALU_OP = 3'b110;
                    6'b000_100 : ALU_OP = 3'b111;
                    default : ALU_OP = 3'b000;
                endcase
                PC_s = funct == 6'b001000;  
            end
            6'b001xxx : begin   
                {rt_imm_s,WriteReg,MemWrite,w_r_data_s,w_r_s,PC_s} = 9'b1100001_00;
                imm_s = opcode[2:0] == 3'b000;
                case(opcode[2:0])
                    3'b000 : ALU_OP = 3'b100;
                    3'b100 : ALU_OP = 3'b000;
                    3'b110 : ALU_OP = 3'b010;
                    3'b011 : ALU_OP = 3'b110;
                    default: ALU_OP = 3'b000;
                endcase
            end
            6'b100011 : {w_r_s,imm_s,w_r_data_s,rt_imm_s,MemWrite,PC_s,WriteReg,ALU_OP} = 13'b0110110001100;
            6'b101011 : {w_r_s,imm_s,w_r_data_s,rt_imm_s,MemWrite,PC_s,WriteReg,ALU_OP} = 13'bxx1xx11000100;
            6'b00010x : begin
                {w_r_s,imm_s,rt_imm_s,w_r_data_s,ALU_OP,WriteReg,MemWrite} = 11'bxx_1_0_xx_101_0_0;
                PC_s = {ZF^opcode[0],1'b0};
            end
            6'b000_01x: begin
                {imm_s,rt_imm_s,ALU_OP,MemWrite,PC_s} = 8'bx_x_xxx_0_11;
                w_r_s = {opcode[0],1'b0};
                w_r_data_s = {opcode[0],1'b0};
                WriteReg = opcode[0];
            end
            default : {w_r_s,imm_s,w_r_data_s,rt_imm_s,MemWrite,PC_s,WriteReg,ALU_OP} = 0;
        endcase
    end
endmodule
`timescale 1ns / 1ps
module InsAnalyser(
	input [31:0] IR,
    output [5:0] opcode,
    output [5:0] funct,
    output [4:0] rs,
    output [4:0] rt,
    output [4:0] rd,
    output [4:0] shamt,
    output isBranch,
	output isLoad,
	output isStore,
	output isALUR,
	output isALUImm,
    output isNop
    );
	assign {opcode, rs, rt, rd, shamt, funct} = IR;
	wire [2:0] ALU_OP;
    wire [1:0] rd_rt_ra_s;
    wire [1:0] f_mem_pc_s;
    wire [1:0] pc_jr_b_ja_s;
    wire WriteReg;
    wire rt_imm_s;
    wire imme_s;
    wire MemWrite;
    assign isBranch = ((opcode == 6'b000100) ||
                        (opcode == 6'b00101)) ? 1'b1 : 1'b0;
	assign isLoad = (opcode == 6'b100_011)?1'b1 : 1'b0;
	assign isStore = (opcode == 6'b101_011)? 1'b1 : 1'b0;
	assign isALUR = (opcode == 6'b000_000 && funct != 6'b000_000)? 1'b1 : 1'b0;
	assign isALUImm = ((opcode == 6'b001_000) ||
						(opcode == 6'b001_100) ||
						(opcode == 6'b001_110) ||
						(opcode == 6'b001_011)) ? 1'b1 : 1'b0;
    assign isNop = (opcode == 6'b111_111);
	Controller controller(
        .opcode(opcode),
        .funct(funct),
        .w_r_s(rd_rt_ra_s),
        .imm_s(imme_s),
        .w_r_data_s(f_mem_pc_s),
        .rt_imm_s(rt_imm_s),
        .ALU_OP(ALU_OP),
        .WriteReg(WriteReg),
        .MemWrite(MemWrite),
        .PC_s(pc_jr_b_ja_s)
    );
endmodule
module Decoder(
        input [31:0] inst,           
        output [4:0] read0,      
        output [4:0] read1,
        output [4:0] write,          
        output isR,                  
        output isI,                  
        output isJ,                  
        output isLd,                 
        output isSt,                 
        output isCond,               
        output [31:0] imme,          
        output reg [2:0] aluOP          
    );
    wire [5:0] opcode,func;
    wire [4:0] rs,rt,rd,shamt;
    wire IsR,IsI,IsJ,IsLd,IsSt;
    assign {opcode,rs,rt,rd,shamt,func} = inst;
    assign IsR  = opcode == 6'b0;                    
    assign IsI  = opcode[5:3] == 3'b1 
        || opcode[5:2] == 4'b1 || IsLd || IsSt;      
    assign IsJ  = opcode[5:1] == 5'b1;                
    assign IsLd = opcode == 6'b100_011;               
    assign IsSt = opcode == 6'b101_011;               
    assign imme = (IsI || IsLd || IsSt) ? 
        {(IsLd || IsSt || opcode == 6'b001_000) ? {16{inst[15]}} : 16'b0, inst[15:0]} : 32'b0;        
    assign read0 = !IsJ ? rs : 5'b0;
    assign read1 = !IsJ ? rt : 5'b0;
    assign write   = IsR ? rd : ((IsI || IsLd) ? rt : 5'b0);
    always @ (*) begin
        if (IsR)
            case (func)
                6'b100_000: aluOP = 3'b100;              
                6'b100_010: aluOP = 3'b101;              
                6'b100_1xx: aluOP = {1'b0,func[1:0]};    
                6'b101_011: aluOP = 3'b110;              
                6'b000_100: aluOP = 3'b111;              
                default:    aluOP = 3'b000;              
            endcase
        else if (IsI && opcode[5:2] != 4'b1)             
            case (opcode[2:0])
                3'b000:  aluOP = 3'b100;                  
                3'b1xx:  aluOP = {1'b0,opcode[1:0]};      
                3'b011:  aluOP = 3'b110;                  
                default: aluOP = 3'b000;                  
            endcase
        else if (opcode[5:2] == 4'b1) aluOP = 3'b010;     
        else aluOP = 3'b000;
    end
    assign isR    = IsR;
    assign isI    = IsI;
    assign isJ    = IsJ;
    assign isLd   = IsLd;
    assign isSt   = IsSt;
    assign isCond = opcode[5:2] == 4'b1 || opcode[5:1] == 5'b1;
endmodule
`timescale 1ns / 1ps
module WBSeg(
    input clk,
    input rst,
    input [31:0] LMD_i,
    input [31:0] ALUo_i,
    input [31:0] IR_i,
    output [31:0] WB_Data,
    output WB_Write,
    output [4:0] WB_Addr 
    );
    reg [31:0] LMD;
    reg [31:0] ALUo;
    reg [31:0] IR;
    reg dev_null;
    initial begin
        LMD <= 0;
        ALUo <= 0;
        IR <= 32'hFFFF_FFFF;
    end
    wire [5:0] opcode,funct;
    wire [4:0] rs,rt,rd,shamt;
    assign {opcode,rs,rt,rd,shamt,funct} = IR;
    wire isLoadStore;
    wire isLoad;
    wire isStore;
    wire isALUR;
    wire isALUImm;
    wire isNop;
    assign isLoadStore = isLoad|isStore;
    wire useRt;
    wire dontWriteInOtherIns;
    assign useRt = isALUImm|isLoadStore; 
    assign dontWriteInOtherIns = ~(isALUR|isALUImm|isLoadStore) | isNop;  
    assign WB_Data = (isLoadStore)?LMD:ALUo; 
    assign WB_Addr = (useRt)?rt:rd;
    assign WB_Write = ~dontWriteInOtherIns;
    always@(negedge clk or posedge rst) begin
        if(rst) begin
            LMD <= 0;
            ALUo <= 0;
            IR <= 32'hFFFF_FFFF;
        end else begin
            LMD<=LMD_i;
            ALUo<=ALUo_i;
            IR<=IR_i;
        end
    end
    InsAnalyser analyser(
        .IR(IR),
        .isLoad(isLoad),
        .isStore(isStore),
        .isALUR(isALUR),
        .isALUImm(isALUImm),
        .isNop(isNop)
    );
endmodule
==> /design/flow/run.sh <==
#!/bin/bash
# OpenROAD 26Q1-2900-gdf79404cd8, Yosys 0.63+post, stock flow scripts
make -C /OpenROAD-flow-scripts/flow DESIGN_CONFIG=/design/flow/config.mk WORK_HOME=/design/flow/orfs finish
==> /design/flow/config.mk <==
export PLATFORM = sky130hd
export DESIGN_NAME = WBSeg
export DESIGN_NICKNAME = WBSeg
export VERILOG_FILES = /design/flow/design.v
export SDC_FILE = /design/flow/constraint.sdc
export NUM_CORES = 4
export LEC_CHECK = 1
export CORE_UTILIZATION = 50
==> /design/flow/constraint.sdc <==
current_design WBSeg

set clk_period 4.3
set clk_io_pct 0.2

create_clock -name clk0 -period $clk_period [get_ports {clk}]

set non_clock_inputs [all_inputs -no_clocks]
set_input_delay [expr $clk_period * $clk_io_pct] -clock clk0 $non_clock_inputs
set_output_delay [expr $clk_period * $clk_io_pct] -clock clk0 [all_outputs]
==> out/README.md <==
| Stage | Parameter | Value |
|---|---|---|
| placed design | Placed Instance Area | 0.004177 mm^2 |
| clocking | Buffer depth of the longest clock path | 2 |
| logic synthesis | Summed standard-cell area reported by yosys | 0.002764 mm^2 |
| status | Stopping stage | 5_1_grt |
| floorplanning | Die height | 76.35 um |
| logic synthesis | Unique masters post-synth | 17 |
| final timing | Worst endpoint kind after the last repair | output port |
| clocking | Number of hold-repair buffers added at the cts stage | 0 |
| floorplanning | Effective utilization at floorplan | 0.5310 |
| logic synthesis | Synthesized instance count | 140 |
| floorplanning | I/O Pins | 136 |
| logic synthesis | Synth Register Bits | 86 |
| floorplanning | Floorplan die width | 76.35 um |
| placed design | Count of input and output buffers | 125 |
| final timing | Worst EP post-GRT repair | WB_Data[14] |
| logic synthesis | Yosys cell count | 140 |
| global route | Pin count of the biggest net entering global routing | 53 |
| placed design | GP Congestion | 0.7643 |
| clocking | Maximum level of the CTS H-tree | 3 |
| clocking | Clock buffer count from CTS | 9 |
| clocking | Clock Sinks | 86 |
| logic synthesis | Yosys warning count | 2 |
| logic synthesis | Post-synth design cell area | 0.002764 mm^2 |
| logic synthesis | Proportion of synthesized chip area in sequential cells | 0.7886 |
| placed design | Hpwl dp | 3.817 mm |
| placed design | Pre-CTS worst setup slack | -0.6039 ns |
| clocking | Library cell used as clock root buffer | clkbuf_8 |
| status | Run status | aborted with a tool error |
| floorplanning | Row count | 26 |
| status | First error message | [ERROR DPL-0036] Detailed placement failed. |
| logic synthesis | Mapped Avg Cell Area | 19.74 um^2 |
[timing repair]
item,CTS
pin swaps,3
gates resized,194
setup endpoints to repair,38
gates cloned,4
setup buffers,33
[Yosys cell counts]
| cell | n | share of area |
|---|---|---|
| buf_6 | 3 | 0.012 |
| nor4_1 | 1 | 0.0023 |
| o21bai_1 | 1 | 0.0027 |
| nand2b_1 | 1 | 0.0023 |
| a211oi_1 | 1 | 0.0027 |
| dfstp_2 | 22 | 0.21 |
| inv_1 | 2 | 0.0027 |
| or4_1 | 1 | 0.0027 |
| nand3b_4 | 1 | 0.0072 |
| or2_4 | 1 | 0.0032 |
| nor3b_4 | 1 | 0.0068 |
| dfrtn_1 | 64 | 0.58 |
| mux2_2 | 37 | 0.15 |
| nor2b_1 | 1 | 0.0023 |
| o32ai_4 | 1 | 0.010 |
| nor2_1 | 1 | 0.0014 |
| or2_2 | 1 | 0.0023 |
[logic make-up after synthesis]
family,count (synthesis),synth area share
AND-OR/OR-AND,3,0.01539
multiplexers,37,0.1507
AND/OR/NAND/NOR,9,0.03034
buffers and inverters,5,0.01494
flip-flops,86,0.7886
[metrics by stage]
step | power (mW) | cells | setup TNS (ns)
2_1_floorplan | 0.9589 | 140 | -4.129
3_3_place_gp | 1.091 | 340 | -20.59
3_5_place_dp | 1.096 | 340 | -20.71
4_1_cts | 1.707 | 413 | -29.16
Power is estimated from default activity; no workload was simulated.
