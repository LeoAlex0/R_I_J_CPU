[flow/design.v]
`timescale 1ns / 1ps
module Controller(
    input [5:0] opcode,
    input [5:0] funct,
    input ZF,
    output reg [1:0] w_r_s,
    output reg imm_s,
    output reg [1:0] w_r_data_s,
    output reg rt_imm_s,
    output reg [2:0] ALU_OP,
    output reg MemWrite,
    output reg WriteReg,
    output reg [1:0] PC_s
);
    always @(*) begin
        casex (opcode)
            6'b000_000: begin  
                {w_r_s,w_r_data_s,rt_imm_s,MemWrite} = 0;
                imm_s = 1'bx;
                WriteReg = 1;
                casex(funct)
                    6'b100_000 : ALU_OP = 3'b100;
                    6'b100_010 : ALU_OP = 3'b101;
                    6'b100_1xx : ALU_OP = {1'b0,funct[1:0]};
                    6'b101_011 : ALU_OP = 3'b110;
                    6'b000_100 : ALU_OP = 3'b111;
                    default : ALU_OP = 3'b000;
                endcase
                PC_s = funct == 6'b001000;  
            end
            6'b001xxx : begin   
                {rt_imm_s,WriteReg,MemWrite,w_r_data_s,w_r_s,PC_s} = 9'b1100001_00;
                imm_s = opcode[2:0] == 3'b000;
                case(opcode[2:0])
                    3'b000 : ALU_OP = 3'b100;
                    3'b100 : ALU_OP = 3'b000;
                    3'b110 : ALU_OP = 3'b010;
                    3'b011 : ALU_OP = 3'b110;
                    default: ALU_OP = 3'b000;
                endcase
            end
            6'b100011 : {w_r_s,imm_s,w_r_data_s,rt_imm_s,MemWrite,PC_s,WriteReg,ALU_OP} = 13'b0110110001100;
            6'b101011 : {w_r_s,imm_s,w_r_data_s,rt_imm_s,MemWrite,PC_s,WriteReg,ALU_OP} = 13'bxx1xx11000100;
            6'b00010x : begin
                {w_r_s,imm_s,rt_imm_s,w_r_data_s,ALU_OP,WriteReg,MemWrite} = 11'bxx_1_0_xx_101_0_0;
                PC_s = {ZF^opcode[0],1'b0};
            end
            6'b000_01x: begin
                {imm_s,rt_imm_s,ALU_OP,MemWrite,PC_s} = 8'bx_x_xxx_0_11;
                w_r_s = {opcode[0],1'b0};
                w_r_data_s = {opcode[0],1'b0};
                WriteReg = opcode[0];
            end
            default : {w_r_s,imm_s,w_r_data_s,rt_imm_s,MemWrite,PC_s,WriteReg,ALU_OP} = 0;
        endcase
    end
endmodule
`timescale 1ns / 1ps
module EXSeg(
    input clk,
    input rst,
	input [31:0] IRi,
    input [31:0] NPCi,
	input [31:0] Ai,
	input [31:0] Bi,
    input [31:0] Immi,
    output cond,
    output [31:0] ALUo,
    output ZFo, OFo,
    output [31:0] Bo,
    output [31:0] IRo
    );
    reg [31:0] A, B, IR, Imm, NPC;
    wire [2:0] ALU_OP;
    wire [5:0] opcode, funct;
    wire isALUR, isBranch;
    assign Bo = B;
    assign IRo = IR;
    initial begin
        A <= 32'b0;
        B <= 32'b0;
        IR <= 32'hFFFF_FFFF;
    end
    InsAnalyser analyser_inst (
        .IR(IR), 
        .opcode(opcode),
        .funct(funct),
        .isBranch(isBranch),
        .isALUR(isALUR)
    );
    Controller ctrl (
        .opcode(opcode),
        .funct(funct),
        .ALU_OP(ALU_OP)
    );
    SimpleALU alu (
        .ALU_OP(ALU_OP),
        .A(isBranch ? NPC : A),
		.B(isALUR ? B : isBranch ? (Imm << 2) : Imm),
		.ZF(ZFo),
		.OF(OFo),
        .F(ALUo)
    );
    assign cond = (A == 0 ? 1'b1 : 1'b0);
    always @ (negedge clk or posedge rst) begin
        if (rst) begin
            IR <= 32'hFFFF_FFFF;
            A <= 32'b0;
            B <= 32'b0;
            Imm <= 32'b0;
            NPC <= 32'b0;
        end else begin
            IR <= IRi;
            A <= Ai;
            B <= Bi;
            Imm <= Immi;
            NPC <= NPCi;
        end
    end
endmodule
`timescale 1ns / 1ps
module InsAnalyser(
	input [31:0] IR,
    output [5:0] opcode,
    output [5:0] funct,
    output [4:0] rs,
    output [4:0] rt,
    output [4:0] rd,
    output [4:0] shamt,
    output isBranch,
	output isLoad,
	output isStore,
	output isALUR,
	output isALUImm,
    output isNop
    );
	assign {opcode, rs, rt, rd, shamt, funct} = IR;
	wire [2:0] ALU_OP;
    wire [1:0] rd_rt_ra_s;
    wire [1:0] f_mem_pc_s;
    wire [1:0] pc_jr_b_ja_s;
    wire WriteReg;
    wire rt_imm_s;
    wire imme_s;
    wire MemWrite;
    assign isBranch = ((opcode == 6'b000100) ||
                        (opcode == 6'b00101)) ? 1'b1 : 1'b0;
	assign isLoad = (opcode == 6'b100_011)?1'b1 : 1'b0;
	assign isStore = (opcode == 6'b101_011)? 1'b1 : 1'b0;
	assign isALUR = (opcode == 6'b000_000 && funct != 6'b000_000)? 1'b1 : 1'b0;
	assign isALUImm = ((opcode == 6'b001_000) ||
						(opcode == 6'b001_100) ||
						(opcode == 6'b001_110) ||
						(opcode == 6'b001_011)) ? 1'b1 : 1'b0;
    assign isNop = (opcode == 6'b111_111);
	Controller controller(
        .opcode(opcode),
        .funct(funct),
        .w_r_s(rd_rt_ra_s),
        .imm_s(imme_s),
        .w_r_data_s(f_mem_pc_s),
        .rt_imm_s(rt_imm_s),
        .ALU_OP(ALU_OP),
        .WriteReg(WriteReg),
        .MemWrite(MemWrite),
        .PC_s(pc_jr_b_ja_s)
    );
endmodule
module Decoder(
        input [31:0] inst,           
        output [4:0] read0,      
        output [4:0] read1,
        output [4:0] write,          
        output isR,                  
        output isI,                  
        output isJ,                  
        output isLd,                 
        output isSt,                 
        output isCond,               
        output [31:0] imme,          
        output reg [2:0] aluOP          
    );
    wire [5:0] opcode,func;
    wire [4:0] rs,rt,rd,shamt;
    wire IsR,IsI,IsJ,IsLd,IsSt;
    assign {opcode,rs,rt,rd,shamt,func} = inst;
    assign IsR  = opcode == 6'b0;                    
    assign IsI  = opcode[5:3] == 3'b1 
        || opcode[5:2] == 4'b1 || IsLd || IsSt;      
    assign IsJ  = opcode[5:1] == 5'b1;                
    assign IsLd = opcode == 6'b100_011;               
    assign IsSt = opcode == 6'b101_011;               
    assign imme = (IsI || IsLd || IsSt) ? 
        {(IsLd || IsSt || opcode == 6'b001_000) ? {16{inst[15]}} : 16'b0, inst[15:0]} : 32'b0;        
    assign read0 = !IsJ ? rs : 5'b0;
    assign read1 = !IsJ ? rt : 5'b0;
    assign write   = IsR ? rd : ((IsI || IsLd) ? rt : 5'b0);
    always @ (*) begin
        if (IsR)
            case (func)
                6'b100_000: aluOP = 3'b100;              
                6'b100_010: aluOP = 3'b101;              
                6'b100_1xx: aluOP = {1'b0,func[1:0]};    
                6'b101_011: aluOP = 3'b110;              
                6'b000_100: aluOP = 3'b111;              
                default:    aluOP = 3'b000;              
            endcase
        else if (IsI && opcode[5:2] != 4'b1)             
            case (opcode[2:0])
                3'b000:  aluOP = 3'b100;                  
                3'b1xx:  aluOP = {1'b0,opcode[1:0]};      
                3'b011:  aluOP = 3'b110;                  
                default: aluOP = 3'b000;                  
            endcase
        else if (opcode[5:2] == 4'b1) aluOP = 3'b010;     
        else aluOP = 3'b000;
    end
    assign isR    = IsR;
    assign isI    = IsI;
    assign isJ    = IsJ;
    assign isLd   = IsLd;
    assign isSt   = IsSt;
    assign isCond = opcode[5:2] == 4'b1 || opcode[5:1] == 5'b1;
endmodule
`timescale 1ns / 1ps
module SimpleALU(
    input [2:0] ALU_OP,
    input [31:0] A,
    input [31:0] B,
    output reg ZF,
    output reg OF,
    output reg [31:0] F
    );
	 wire exSign,as;
	 wire [31:0] FAdd;
	 assign as = ALU_OP[1] ^ ALU_OP[0];
	 assign {exSign,FAdd} = A+(as?~B:B)+as;
    always @(*) begin
        casex(ALU_OP)
            3'b000 : F = A & B;
            3'b001 : F = A | B;
            3'b010 : F = A ^ B;
            3'b011 : F = ~(A | B);
            3'b10x : F = FAdd;
            3'b110 : F = {31'b0,A<B};
            3'b111 : F = B<<A;
            default: F = 32'b0;
        endcase
        ZF = ~| F;
    end
	always @(*) begin
		casex(ALU_OP)
			3'b10x : OF = A[31] ^ B[31] ^ FAdd[31] ^ exSign;
			default: OF = 0;
		endcase
	end
endmodule
[flow/run.sh]
#!/bin/bash
# OpenROAD 26Q1-2900-gdf79404cd8, Yosys 0.63+post, stock flow scripts
make -C /OpenROAD-flow-scripts/flow DESIGN_CONFIG=/design/flow/config.mk WORK_HOME=/design/flow/orfs finish
[flow/config.mk]
export PLATFORM = sky130hd
export DESIGN_NAME = EXSeg
export DESIGN_NICKNAME = EXSeg
export VERILOG_FILES = /design/flow/design.v
export SDC_FILE = /design/flow/constraint.sdc
export NUM_CORES = 4
export LEC_CHECK = 1
export CORE_UTILIZATION = 50
[flow/constraint.sdc]
current_design EXSeg

set clk_period 30.9
set clk_io_pct 0.2

create_clock -name clk0 -period $clk_period [get_ports {clk}]

set non_clock_inputs [all_inputs -no_clocks]
set_input_delay [expr $clk_period * $clk_io_pct] -clock clk0 $non_clock_inputs
set_output_delay [expr $clk_period * $clk_io_pct] -clock clk0 [all_outputs]
==> summary.txt <==
Notes on the flow run.

- The flow ran to the end, and the final reports show no timing, DRC or antenna violations.
- Per the final report, max-transition violations number 0.
- The report lists the number of cells resized after CTS as 0.
- The critical path class is flop to primary output, for reference.
- Fill cells in the final layout number between 2,000 and 2,500.
- The quantity of I/O buffers inserted on ports is ~260, for reference.
- The script extracted a total leakage power of between 7 and 8 nW.
- The critical path capture point type is a primary output, for reference.
- The clock slew at the register clock pins of the worst setup and hold paths is approximately 0.06 ns, for reference.
- The synthesized netlist cell count is approximately 1,500, for reference.
- The post-synthesis cell count from yosys is 1,493, for reference.
- STA classifies the critical path startpoint as a flop.
- The floorplan die area is ~27,000 sq um, for reference.
- Per STA, the worst path is made up of nor4_4 > buf_4 > nand2_2 > buf_4 > mux2i_1 > inv_1 > ha_1 > o211ai_1 > a21o_1 > a31o_2 > a311oi_1 > xnor2_1 > o221ai_1 > o21bai_1 > or4_1 > or4_1 > nor4_1 > and3_1 > clkdlybuf4s50_1.
- Recorded from the global router log, the overflow total was 0.
- After synthesis, flip-flops and latches occupy a little over 30% of the total area.
- In this run the power spent charging and discharging nets is 261.3 uW.
- Summing all non-filler instances in the final layout gives an area of 17,040 sq um.
- Of the cells placed in the final design, the portion with a size suffix greater than 1 is under 10%.
- Once iteration 0 of detailed routing completed, the report listed ~1,300 DRC markers.
- For the final routed database, the setup TNS stands at 0 ns.
- The count of flip-flops with a built-in enable after synthesis is 0, for reference.
- The area used by multi-input combinational logic is 8499 sq um, for reference.
- The routed design shows a wire length per standard cell of between 20 and 25 um.
- The synthesis report lists the Yosys warning total as 3.
- Nets still carrying antenna violations after routing amount to 0.
- Setup repair after global routing left no endpoint under its margin.
- The CTS buffer count is 17, for reference.
- The count of antenna diodes in the layout is 0, for reference.
- The via total after detailed routing is 13,210, for reference.
- The most numerous logic cell after layout is sky130_fd_sc_hd__clkdlybuf4s50_1, for reference.
- The number of antenna violations at the first check in global routing came to 0.
- The root buffer selected by CTS is sky130_fd_sc_hd__clkbuf_16, for reference.
- The I/O pin count is 261, for reference.
- The number of global-route vias before repair is 12,630, for reference.
- The path class of the lowest-slack min-delay path is input pin to async pin, for reference.
- The area growth from synthesis to layout is 28.76%, for reference.
- The die outline height is around 160 um, for reference.
- Once the floorplan was initialized, standard cells occupied between 50% and 60% of the core.
- The worst-case max-slew headroom was logged as between 20% and 30%.
- Leaving out fill and tap cells, the most frequent cells in the layout are sky130_fd_sc_hd__clkdlybuf4s50_1, sky130_fd_sc_hd__ha_1, sky130_fd_sc_hd__dfrtn_1.
- The largest stage delay on the critical path is 0.94 ns, for reference.
- The depth of the CTS H-tree is 4, for reference.
- CTS saw between 150 and 200 sinks.
- The area after detailed placement is roughly 16,000 sq um, for reference.
- Summed over all nets, the half-perimeter wirelength after detailed placement is ~37 mm.
- The top flip-flop cell by instance count after synthesis is sky130_fd_sc_hd__dfrtn_1, for reference.
- In the final report, the number of endpoints failing setup comes to 0.
- CTS reports a maximum clock tree buffer depth of 2.
- The total routing resource utilization after global routing is 36.94%, for reference.
- The number of warning messages in the logs is around 130, for reference.
- The area figure in the yosys stat output is about 13,000 sq um, for reference.
- The mapped netlist covers around 13,000 sq um.
- Entering global routing, the biggest net connects 63 pins.
- Of the total power, the share spent switching nets is a little under two fifths.
- The die outline width is 164.7 um, for reference.
- After floorplanning, the core was sized to cover approximately 26,000 sq um.
- The share of flip-flops with an asynchronous set or reset after synthesis is around 100%, for reference.
- After clock tree synthesis, the setup repair step added 0 buffers.
- The final routed wirelength across all metal layers is 48.28 mm, for reference.
- For this run, the detailed router reports a per-instance via density of 6.241.
- In this run the core area contains approximately 60 standard-cell rows.
- The power report lists cell-internal power as between 400 and 500 uW.
- The required time at the worst endpoint is listed as between 20 and 25 ns.
- The power per standard cell area is roughly 42 nW/um^2, for reference.
- The flow reports that the clock network draws 34.3% of the design power.
- The final cell count without fillers is ~2,100, for reference.
- The count of state elements after synthesis is about 160, for reference.
- Looking at the VDD voltage map, the peak drop is between 0.04 and 0.05 mV.
- The number of placed instances, taps included is 2,054, for reference.
- The sequential cell area is 4044 sq um, for reference.
- The number of hold buffers added after cts is 0, for reference.
- The weighted congestion reported at the end of routability-driven placement is between 1 and 1.5, for reference.
- Hold-check failures listed in the final report amount to 0.
- The tally of max-capacitance violations is 0, for reference.
- After detailed routing, the number of remaining DRC violations is 0.
- The slew of the pin with the lowest slew margin is 1.043 ns, for reference.
- TritonCTS built the clock tree.
- The slowest stage of the critical path is the sky130_fd_sc_hd__mux2i_1 cell.
- The synthesized netlist contains 87 unique library cells.
- The highest net fanout along the worst path is 39, for reference.
- The pre-antenna-repair detailed-routing pass consisted of 7 iterations.
- The relative contribution of combinational cells to total power is between 30% and 40%, for reference.
- A synthesized cell averages 8.862 sq um.
- The part of the power in registers is between 30% and 40%, for reference.
- The first global-routing pass estimated about 73 mm of wire.
- The critical path data arrival time is 23.38 ns, for reference.
## area by class of cell
type	count	area share, %
flip-flops and latches	160	23.74
clock buffers	18	2.578
multi-input cells	1153	49.89
well taps	335	2.460
inverters	92	2.056
clock inverters	46	1.667
repair buffers	313	17.61
## critical path: cells and delay by family (launching register included)
| family | cells | cell delay [ns] |
|---|---|---|
| buf+inv | 4 | 1.85 |
| mux | 1 | 0.94 |
| compound gates | 6 | 1.34 |
| simple gates | 6 | 2.07 |
| flops | 1 | 0.60 |
| xor+xnor | 1 | 0.19 |
| fa+ha+maj | 1 | 0.48 |
## cells by family (layout without fill, tap and decap cells)
logic type / Yosys count / after routing / synth area share [%]
XOR/XNOR: 59 / 59 / 3.905
flip-flops: 160 / 160 / 30.56
buffers and inverters: 180 / 469 / 5.314
AND-OR/OR-AND: 460 / 460 / 24.17
AND/OR/NAND/NOR: 399 / 399 / 14.86
multiplexers: 98 / 98 / 8.180
adder cells (fa/ha/maj): 137 / 137 / 13.01
## state kept, by name, summed over array words and instances (netlist names)
signal,cells
IR,32
Imm,32
A,32
B,32
NPC,32
## cell usage after synthesis (24+ instances only)
cell type | count | area (sq um)
sky130_fd_sc_hd__nor2b_1 | 25 | 156.4
sky130_fd_sc_hd__xnor2_1 | 49 | 429.2
sky130_fd_sc_hd__dfrtn_1 | 128 | 3203
sky130_fd_sc_hd__o21ai_0 | 80 | 400.4
sky130_fd_sc_hd__nor2_1 | 90 | 337.8
sky130_fd_sc_hd__nand2_1 | 100 | 375.4
sky130_fd_sc_hd__nor3_1 | 29 | 145.1
sky130_fd_sc_hd__a21oi_1 | 83 | 415.4
sky130_fd_sc_hd__dfstp_2 | 32 | 840.8
sky130_fd_sc_hd__inv_1 | 85 | 319.1
sky130_fd_sc_hd__mux2i_1 | 82 | 820.8
sky130_fd_sc_hd__nor4_1 | 25 | 156.4
sky130_fd_sc_hd__ha_1 | 136 | 1702
sky130_fd_sc_hd__a31oi_1 | 44 | 275.3
sky130_fd_sc_hd__o211ai_1 | 24 | 180.2
sky130_fd_sc_hd__nand3_1 | 55 | 275.3
sky130_fd_sc_hd__a221oi_1 | 27 | 236.5
sky130_fd_sc_hd__clkbuf_1 | 69 | 259.0
## how the worst max path moves through the flow
stage / slack, ns / endpoint / depth (start not counted) / from
final: 1.34 / ZFo / 19 / IR[29]$_DFF_NP1_
after global routing: 1.13 / ZFo / 21 / IR[28]$_DFF_NP1_
after CTS: 1.55 / ZFo / 19 / IR[29]$_DFF_NP1_
## metrics by stage
| step | setup WS (ns) | power, mW | hold WS, ns | util [%] |
|---|---|---|---|---|
| finish | 1.341 | 0.7080 | 21.52 | 65.56 |
| global route | 1.126 | 0.7451 | 21.55 | 65.56 |
| CTS | 1.548 | 0.7069 | 21.52 | 65.56 |
| detailed placement | 2.057 | 0.4686 | 21.95 | 62.79 |
| global placement | 2.048 | 0.4681 | 21.94 | 62.79 |
| floorplan | 3.010 | 0.3724 | 21.56 | - |
## metal layers
layer	routed length [um]	vias up	GRT usage [%]
met2	20950	745	53.76
met4	1858	0	11.43
met1	20890	6246	56.28
li1	-	6121	-
met3	4582	101	7.836
met5	0	-	0
## power groups by stage
stage | combinational [mW] | clock (mW) | sequential [mW]
final | 0.234 | 0.243 | 0.231
after CTS | 0.229 | 0.246 | 0.231
after global routing | 0.253 | 0.260 | 0.233
Power is estimated from default activity; no workload was simulated.
